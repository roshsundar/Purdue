==> /design/flow/design.v <==
module ha (
  input a, b,
  output s, co
);
  assign s = a ^ b;
  assign co = a & b;
endmodule
module faha (
  input a, b, ci,
  output s, co
);
  logic h1_s, h1_co, h2_co;
  ha h1(.a(a), .b(b), .s(h1_s), .co(h1_co));
  ha h2(.a(ci), .b(h1_s), .s(s), .co(h2_co));
  assign co = h1_co | h2_co;
endmodule
module fa (
  input a, b, ci,
  output s, co
);
  assign s = a ^ b ^ ci;
  assign co = (a & b) | (a & ci) | (b & ci);
endmodule
module fa4 (
  input [3:0] a, b, 
  input ci,
  output [3:0] s, 
  output co
);
  logic f0co, f1co, f2co;
  fa f0(.a(a[0]), .b(b[0]), .ci(ci), .s(s[0]), .co(f0co));
  fa f1(.a(a[1]), .b(b[1]), .ci(f0co), .s(s[1]), .co(f1co));
  fa f2(.a(a[2]), .b(b[2]), .ci(f1co), .s(s[2]), .co(f2co));
  fa f3(.a(a[3]), .b(b[3]), .ci(f2co), .s(s[3]), .co(co));
endmodule
module bcdadd1 (
  input [3:0] a, b, 
  input ci,
  output [3:0] s, 
  output co
);
  logic [3:0] s1;
  logic co1;
  fa4 f1(.a(a), .b(b), .ci(ci), .s(s1), .co(co1));
  logic co2;
  assign co2 = (co1) | (s[3] & s[2]) | (s[3] & s[1]);
  logic [3:0] a2;
  assign a2 = {0, co2, co2, 0};
  fa4 f2(.a(a2), .b(s1), .ci(0), .s(s), .co());
  assign co = co2;
endmodule
module bcdadd4 (
  input [15:0] a, b, 
  input ci,
  output [15:0] s, 
  output co
);
  logic f0co, f1co, f2co; 
  bcdadd1 ba0(.a(a[3:0]), .b(b[3:0]), .ci(ci), .co(f0co), .s(s[3:0]));
  bcdadd1 ba1(.a(a[7:4]), .b(b[7:4]), .ci(f0co), .co(f1co), .s(s[7:4]));
  bcdadd1 ba2(.a(a[11:8]), .b(b[11:8]), .ci(f1co), .co(f2co), .s(s[11:8]));
  bcdadd1 ba3(.a(a[15:12]), .b(b[15:12]), .ci(f2co), .co(co), .s(s[15:12]));
endmodule
module bcd9comp1 (
  input [3:0] in,
  output logic [3:0] out
);
  always_comb begin
  case(in)
    4'b0000: out = 4'b1001;
    4'b0001: out = 4'b1000;
    4'b0010: out = 4'b0111;
    4'b0011: out = 4'b0110;
    4'b0100: out = 4'b0101;
    4'b0101: out = 4'b0100;
    4'b0110: out = 4'b0011;
    4'b0111: out = 4'b0010;
    4'b1000: out = 4'b0001;
    4'b1001: out = 4'b0000;
    default: out = 4'b0000;
  endcase   
  end
endmodule
module bcdaddsub4 (
  input [15:0] a, b,
  input op,
  output [15:0] s,
);
  logic [15:0] l;
  bcd9comp1 cmp0(.in(b[3:0]), .out(l[3:0]));
  bcd9comp1 cmp1(.in(b[7:4]), .out(l[7:4]));
  bcd9comp1 cmp2(.in(b[11:8]), .out(l[11:8]));
  bcd9comp1 cmp3(.in(b[15:12]), .out(l[15:12]));
  logic [15:0] c;
  always_comb
  begin
    if (op == 1) begin
      c = l;
    end
    else begin
      c = b;
    end
  end
  bcdadd4 ba1(.a(a), .b(c), .ci(op), .s(s));
endmodule
==> /design/flow/run.sh <==
#!/bin/bash
# OpenROAD 26Q1-2900-gdf79404cd8, Yosys 0.63+post, stock flow scripts
make -C /OpenROAD-flow-scripts/flow DESIGN_CONFIG=/design/flow/config.mk WORK_HOME=/design/flow/orfs finish
==> /design/flow/config.mk <==
export PLATFORM = sky130hd
export DESIGN_NAME = bcdaddsub4
export DESIGN_NICKNAME = bcdaddsub4
export VERILOG_FILES = /design/flow/design.v
export SDC_FILE = /design/flow/constraint.sdc
export NUM_CORES = 4
export LEC_CHECK = 1
export CORE_AREA = 10 10 87 87
export DIE_AREA = 0 0 97 97
==> /design/flow/constraint.sdc <==
current_design bcdaddsub4

set clk_period 8.9
set clk_io_pct 0.2

create_clock -name clk0 -period $clk_period

set non_clock_inputs [all_inputs -no_clocks]
set_input_delay [expr $clk_period * $clk_io_pct] -clock clk0 $non_clock_inputs
set_output_delay [expr $clk_period * $clk_io_pct] -clock clk0 [all_outputs]
==> impl_metrics.toml <==
# yosys + openroad results
[synthesis]
synth.distinct_cells = 19
synthTopCellsByCount = "inv_1, buf_4, fa_1, o21ai_0"
synth_area_leader_cell = "fa_1"
synth-adder-area-share_pct = 44.59
ys_sh_mux_pct = 1.274
synthXorXnorAreaFrac_pct = 2.229
ys_seq_share_pct = 0
ys_sh_simple_pct = 11.62
synth_chip_area_um2 = 785.8
yosysTopAreaCellShare_pct = 38.22
syn_area_um2 = 785.8
netlist_instances = 99
yosysMostFrequentCell = "inv_1"
netlist_logic_family_top = "adder cells"
ys_cells = 99
syn_avg_cell_area_um2 = 7.937
ys_sh_aoi_pct = 14.65
topCellsByArea = "fa_1, buf_4, inv_1"
ys_warn_count = 3

[setup_path]
cp_common_cell = "fa_2"
crit_path_end_kind = "primary output"
critPathTopFamily = "adder cells"
crit_path_start_kind = "input port"
worst-path-max-fanout = 2
arrival_ps = 8050
worstSetupPathType = "input port to primary output"
slowest_delay_ps = 510
cp.buffers_inverters = 4
critPathRequiredTime_ps = 7120
cp_slowest_cell = "fa_1"

[cells_and_area]
clkbuf_count = 0
regArea_um2 = 0
area_growth_pct = 75.96
flops = 0
drive_gt1_share_pct = 32.39
post-route-util_pct = 24.51
fin_cells = 214

[worst_hold_path]
worstHoldStart = "op"
min_path_cells = 6
min_path_type = "input port to primary output"
min_to = "s[15]"

[global_route]
grt_pass1_wl_mm = 3.864
met1_usage_pct = 6.114
antenna_found_initial = 0
grt_util_met3_pct = 1.934
grt-ovfl-total = 0
busiest_layer = "met2"
grt_max_degree = 13
grt_pass1_vias = 774
grt_use_total_pct = 4.813
use_met2_pct = 7.975

[pwr]
irDropWorstVdd_mv = 0.03117
power_uw = 115.9
p_per_area_mw_per_mm2 = 83.85
p_leak_nw = 0.5826

[run_status]
violations = "setup timing"
outcome = "finished, violations left"

[drt]
first_pass_iters = 2
drc = 0
wirelength_mm = 2.299
insertedDiodeCount = 0
routed_via_density = 3.481
drt_iter0_drc = 1
num_vias = 745
antenna_left = 0
wl_per_cell_um = 10.74

[die]
die-height_um = 97
die_area_mm2 = 0.009409
die-width_um = 97
fp.coreArea_mm2 = 0.005642
ioPinCount = 49
rows = 27
initCoreUtil_pct = 13.93

[place]
portBuffers = 49
place_inst = 209
hpwl_mm = 2.112
gp_congestion = 0.7915

[final_timing]
maxSlewHeadroom_pct = 75.97
final-hold-violation-count = 0
period_minus_slack_ps = 9834
whs_ps = 4188
finalClockPeriodUsage_pct = 110.5
max_freq_mhz = 101.7
slew_viol_final = 0
rsz0062_at_grt = "true"
tightestPinTransition_ps = 356.7
setup_viol = 4
layout_setup_ws_ps = -934.0

[job]
tool_warnings = 35
drv_cap = 0

[clock_tree]
ctsHoldBuffers = 0
==> kinds of logic (layout without fill, tap and decap cells) <==
kind of cell,after synthesis,after routing
buf+inv,37,80
compound gates,22,22
fa+ha+maj,19,19
simple gates,18,18
xor+xnor,2,2
mux,1,1
==> metrics by stage <==
step	instance area, um2	worst slack (ps)	setup TNS, ps
4_1_cts	1354	-1671	-5217
5_1_grt	1383	-1214	-3379
3_3_place_gp	1331	-1899	-7191
6_report	1383	-934.0	-2420
2_1_floorplan	840.8	-715.0	-1618
3_5_place_dp	1331	-1927	-7288
==> how the worst max path moves through the flow <==
| stage | startpoint | endpoint | slack, ps | cells past startpoint |
|---|---|---|---|---|
| after CTS | b[1] | s[15] | -1670 | 28 |
| final | b[1] | s[15] | -930 | 28 |
| after global routing | b[1] | s[15] | -1210 | 28 |
==> where the power goes <==
part / internal, mW / total (mW) / switching (mW)
clock: 0 / 0 / 0
sequential: 0 / 0 / 0
combinational: 0.0759 / 0.116 / 0.0400
total: 0.0759 / 0.116 / 0.0400
==> routing by layer <==
layer	wire length, um	vias to the layer above	part of all wire [%]
met2	1063	29	46
li1	-	378	-
met4	0	0	0
met5	0	-	0
met3	258	0	11
met1	978	338	43
==> cell usage in the layout, fill, tap and decap left out, drive strengths merged <==
cell type and n:
buf 23, inv 19, ha 4, nor2b 5
nand2 5, nand3 4, fa 15, o22ai 1
nor2 2, xnor2 1, mux2i 1, clkdlybuf4s50 37
and2b 1, o21ai 15, nand2b 1, dlygate4sd2 1
a21oi 6, xor2 1
==> cell type report <==
class | instances | area [um2]
Tap cell | 72 | 90.09
Fill cell | 599 | 4259
Timing Repair Buffer | 61 | 569.3
Inverter | 19 | 71.32
Multi-Input combinational cell | 62 | 651.9
==> repair_timing <==
action                                 CTS  global route
endpoints found under the hold margin    0             0
gates resized                           56             1
setup endpoints to repair                7             7
setup buffers                            2             3
pin swaps                               20            17
Power is estimated from default activity; no workload was simulated.
