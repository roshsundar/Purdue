### /design/flow/design.v
module wrapper (input logic clk, input logic n_rst, input logic store, input logic get, input logic clear,  input logic [7:0] wdata,
                output logic dplus, output logic dminus, output logic tx_transfer_active, input logic [1:0] tx_packet, output logic tx_transfer_error);
    logic [7:0] tx_packet_data;
    logic get_tx_packet_data;
    logic [6:0] buffer_occupancy;
    fifousb fifiomodule (.clk(clk),.n_rst(n_rst),.store(store),.clear(clear), 
                .wdata(wdata),.rdata(tx_packet_data),.buffer_occupancy(buffer_occupancy),.get(get_tx_packet_data));
    usb_tx txmodule (.clk(clk),.n_rst(n_rst),.tx_packet_data(tx_packet_data),
    .buffer_occupancy(buffer_occupancy),.tx_packet(tx_packet),
    .dplus(dplus),.dminus(dminus),.tx_transfer_active(tx_transer_active),
    .tx_transfer_error(tx_transfer_error),.get_tx_packet_data(get_tx_packet_data));
endmodule
module counter(input logic clk, input logic n_rst, input logic cnt_up, input logic clear, 
                output logic bit_strobe, output logic bit_finished, output logic eop_finished, 
                output logic load_enable);
    logic [3:0] check;
    logic [3:0] count1;
    logic [3:0] count2;
    txtwentyfive_counter #(.NUM_CNT_BITS(5)) clk_count (.clk(clk), .n_rst(n_rst), .clear(clear), .count_enable(cnt_up), .rollover_val(5'd25), .count_out(count1), .rollover_flag(bit_strobe));
    txflex_counter #(.BIT_WIDTH(4)) bit_count (.clk(clk), .n_rst(n_rst), .clear(clear), .count_enable(bit_strobe),.rollover_val(4'd8), .count_out(count2), .rollover_flag(bit_finished));
    assign load_enable = (count1 == 4) && (count2 == 0);
    txflex_counter #(.BIT_WIDTH(4)) eop_count (.clk(clk), .n_rst(n_rst), .clear(clear), .count_enable(bit_strobe), .rollover_val(4'd1), .count_out(check), .rollover_flag(eop_finished));
endmodule
module fifousb (
    input logic clk,
    input logic n_rst,
    input logic store,  
    input logic get,  
    input logic clear,  
    input logic [7:0] wdata,
    output logic [7:0] rdata,
    output logic [6:0] buffer_occupancy
);
logic write_full, read_empty;
logic [4:0] write_pointer, read_pointer, nx_write_pointer, nx_read_pointer;
logic [63:0] [7:0] fifo_reg, nx_fifo_reg;
logic [63:0] decoder_out;
logic [7:0] nxrdata;
integer i;
always_ff @(posedge clk, negedge n_rst) begin : REGISTERS
    if (n_rst == 1'b0) begin
        write_pointer <= 5'd0;
        read_pointer <= 5'b0;
        fifo_reg <= 0;
        rdata <= 0;
    end
    else begin
        write_pointer <= nx_write_pointer;
        read_pointer <= nx_read_pointer;
        fifo_reg <= nx_fifo_reg;
        rdata <= nxrdata;
    end
end
assign write_full = ((write_pointer == 5'd63) && (store) && !(get));
assign read_empty = (read_pointer == write_pointer);
assign nxrdata = fifo_reg[read_pointer][7:0];  
assign buffer_occupancy = write_pointer - read_pointer;
always_comb begin : WRITE_CONTROLLER
    if (clear)   
        nx_write_pointer = 5'd0;
    else if ((store && !(write_full)))
        nx_write_pointer = write_pointer + 5'd1;
    else
        nx_write_pointer = write_pointer;
end
always_comb begin : READ_CONTROLLER
    if (clear)   
        nx_read_pointer = 5'd0;
    else if ((get && !(read_empty)))
        nx_read_pointer = read_pointer + 5'd1;
    else
        nx_read_pointer = read_pointer;
end
always_comb begin : FIFO_RAM
    for (i = 0; i < 63; i++) begin  
        decoder_out[i] = (write_pointer == i) ? (store && !(write_full)) : 0;
    end
    for (i = 0; i < 63; i++) begin  
        nx_fifo_reg[i][7:0] = (decoder_out[i]) ? wdata : fifo_reg[i][7:0];
    end
end
endmodule
module flex_pts_sr
    #(
        parameter NUM_BITS = 4,
        parameter SHIFT_MSB = 1'b0
    ) 
    (input logic clk, 
    input logic n_rst, 
    input logic shift_enable ,
    input logic load_enable,
    input logic [NUM_BITS - 1: 0] parallel_in,
    output logic serial_out);
    logic temp_out;
    logic [(NUM_BITS - 1) : 0] next_data, parallel_out;
    always_comb begin 
        if(load_enable == 1'b1) begin 
            next_data = parallel_in;
        end
        else if(shift_enable == 1) begin 
            if(SHIFT_MSB  == 1) begin 
                next_data = {parallel_out[(NUM_BITS - 2): 0], 1'b1}; 
            end 
            else begin 
                next_data = {1'b1, parallel_out[(NUM_BITS - 1): 1]};
            end
        end
        else begin 
            next_data = parallel_out;
        end
    end
    always_ff @(posedge clk, negedge n_rst) begin 
        if(n_rst == 0) begin 
            parallel_out <= '1;
        end else begin 
            parallel_out <= next_data;
        end
    end
    always_comb begin 
        if(SHIFT_MSB == 1) begin 
            serial_out = parallel_out[NUM_BITS - 1];
        end 
        else begin 
            serial_out = parallel_out[0];
        end 
    end 
endmodule
module tx_controller (input logic clk, input logic n_rst,
                    input logic [1:0] tx_packet,  
                    input logic [6:0] buffer_occupancy,  
                    input logic [7:0] tx_packet_data,  
                    input logic bit_period_strobe,     
                    input logic shift_strobe,      
                    output logic eop_en,       
                    output logic cnt_en,       
                    output logic [7:0] data,   
                    output logic tx_transfer_error,  
                    output logic tx_transfer_active,  
                    output logic clear,          
                    output logic get_tx_packet_data);    
    typedef enum bit [3:0] {idle, sync, pid, data0, data1, crc1, crc2, eop1, eop2, eop3} states;
    states state;
    states nextstate;
    logic [7:0] nextdata;
    always_ff @ (posedge clk, negedge n_rst) begin 
        if(n_rst == 1'b0) begin
            state <= idle;
            data <= 0;
        end else begin  
            state <= nextstate;
            data <= nextdata;
        end
    end 
    always_comb begin 
        nextstate = state;
        tx_transfer_error = 0;
        nextdata = data;
        cnt_en = 0;
        tx_transfer_active = 0;
        clear = 0;
        eop_en = 0;
        get_tx_packet_data = 0;
        case(state)
            idle: begin 
                tx_transfer_active = 0;
                tx_transfer_error = 0;
                if((tx_packet_data != 4'd0)) begin 
                    nextstate = sync;
                    clear = 1;  
                end else begin 
                    nextstate = idle;
                end
            end
            sync: begin 
                tx_transfer_active = 1;
                cnt_en = 1;
                nextdata = 8'd1;  
                if(bit_period_strobe == 1) begin  
                    cnt_en = 0;
                    nextstate = pid;
                    clear = 1;  
                end
            end
            pid: begin 
                cnt_en = 0;  
                tx_transfer_active = 1;
                if((tx_packet == 2'd0)) begin 
                    tx_transfer_error = 1;
                    clear = 1;
                    nextstate = idle;  
                end
                else if(tx_packet == 2'd2) begin 
                    cnt_en = 1;
                    nextdata = {4'b0010,4'b0100};  
                    if(bit_period_strobe == 1) begin  
                        nextstate = eop1;
                        clear = 1;
                    end
                end else if(tx_packet == 4'd3) begin 
                    cnt_en = 1;
                    nextdata = {4'b1010,4'b0101};  
                    if(bit_period_strobe == 1) begin  
                        nextstate = eop1;
                        clear = 1;
                    end
                end else if(tx_packet == 2'd1) begin 
                    nextdata = {4'b1011,4'b1101};  
                    cnt_en = 1;
                    if(bit_period_strobe == 1) begin  
                        nextstate = data1;
                        clear = 1;
                    end
                end else if (tx_packet == 2'd4) begin
                    cnt_en = 1;
                    nextdata = {4'b1110,4'b0111};
                    if(bit_period_strobe == 1) begin  
                        nextstate = eop1;
                        clear = 1;
                    end
                end else begin 
                    tx_transfer_error = 1;
                    clear = 1;
                    nextstate = idle;  
                end
            end 
            data0: begin  
                tx_transfer_active = 1;
                get_tx_packet_data = 0;
                cnt_en = 1;  
                if(bit_period_strobe == 1) begin 
                    clear = 1;
                    nextstate = data1;
                end 
            end
            data1: begin 
                tx_transfer_active = 1;
                cnt_en = 0;
                get_tx_packet_data = 1;
                if(buffer_occupancy == 0) begin 
                    clear = 1;
                    nextstate = crc1;
                end else begin 
                    clear = 1;
                    nextstate = data0;
                    nextdata = tx_packet_data;
                end
            end 
            crc1: begin
                tx_transfer_active = 1;
                cnt_en = 1;
                nextdata = 8'd1;  
                if(bit_period_strobe == 1) begin 
                    clear = 1;
                    nextstate = crc2;
                end
            end
            crc2: begin 
                tx_transfer_active = 1;
                cnt_en = 1;
                nextdata = 8'd1;  
                if(bit_period_strobe == 1) begin 
                    clear = 1;
                    nextstate = eop1;
                end 
            end
            eop1: begin
                tx_transfer_active = 1; 
                cnt_en = 1;  
                eop_en = 1;
                if(shift_strobe == 1) begin  
                    clear = 1;
                    nextstate = eop2;
                end
            end
            eop2: begin   
                tx_transfer_active = 1;
                cnt_en = 1;  
                eop_en = 1; 
                if(shift_strobe == 1) begin   
                    clear = 1;
                    nextstate = eop3;  
                end
            end
            eop3: begin 
                tx_transfer_active = 1;
                cnt_en = 1;
                if(shift_strobe == 1) begin 
                    clear = 1;
                    nextstate = idle;
                end
            end
            default: begin 
                tx_transfer_error = 0;
                nextdata = data;
                cnt_en = 0;
                tx_transfer_active = 0;
                clear = 0;
                eop_en = 0;
                get_tx_packet_data = 0;
            end
        endcase
    end
endmodule
module tx_encoder(input logic clk, input logic n_rst, 
                input logic serial_data, 
                output logic dplus, output logic dminus,
                input logic eop_trigger, input logic shift_strobe);
    logic nextdplus, nextdminus;
    always_ff @(posedge clk, negedge n_rst) begin 
        if(n_rst == 1'b0) begin 
            dplus <= 1;
            dminus <= 0;
        end else begin 
            dplus <= nextdplus;
            dminus <= nextdminus;
        end
    end
    always_comb begin 
        nextdplus = dplus;
        nextdminus = dminus; 
        if(shift_strobe == 1) begin 
            if (eop_trigger == 1'b1) begin  
                nextdminus = 0;
                nextdplus = 0;
            end else if(serial_data == 1'b0) begin 
                nextdplus = !dplus;
                nextdminus = !dminus;
            end
        end
    end
endmodule
module txflex_counter 
    #(
        parameter BIT_WIDTH = 4
    ) 
    (
    input logic clk, 
    input logic n_rst, 
    input logic clear, 
    input logic count_enable, 
    input logic [(BIT_WIDTH - 1):0] rollover_val,
    output logic [(BIT_WIDTH - 1):0] count_out, 
    output logic rollover_flag
    );
    logic [(BIT_WIDTH - 1):0] temp_count;
    logic temp_rollover;
    always_comb begin 
        temp_count = count_out;
        temp_rollover = rollover_flag;
        if (clear == 1) begin 
            temp_count = 0;
            temp_rollover = 0;
        end 
        else if (count_enable) begin 
                if(count_out == rollover_val) begin 
                    temp_count = 1;
                    temp_rollover = 0;
                end
                else if ((count_out + 1) == rollover_val) begin 
                    temp_count = count_out + 1;
                    temp_rollover = 1;
                end
                else begin 
                    temp_count = count_out + 1;
                    temp_rollover = 0;
                end
            end
    end     
    always_ff @(posedge clk, negedge n_rst) begin 
        if(n_rst == 0) begin 
            count_out <= 0;
            rollover_flag <= 0;
        end
        else begin 
            count_out <= temp_count;
            rollover_flag <= temp_rollover;
        end
    end
endmodule
module txtwentyfive_counter
#(
	NUM_CNT_BITS = 5
)
(
	input logic clk, n_rst, clear, count_enable,
	input logic [NUM_CNT_BITS-1:0] rollover_val,
	output logic [NUM_CNT_BITS-1:0] count_out,
	output logic rollover_flag
);
    logic [NUM_CNT_BITS-1:0] nxt_count;
    logic nxt_roll_flag;
    always_comb begin
        if (clear == 1) begin
            nxt_count = '0;
            nxt_roll_flag = 0;
        end
        else if (count_enable == 1) begin
            if (count_out == rollover_val) begin
                nxt_count = 1;
                nxt_roll_flag = 0;
            end
            else if (count_out == 7 || count_out == 15 || count_out == 24) begin
                nxt_count = count_out + 1;
                nxt_roll_flag = 1;
            end
            else begin
                nxt_count = count_out + 1;
                nxt_roll_flag = 0;
            end
        end
        else begin
            nxt_count = count_out;
            nxt_roll_flag = rollover_flag;
        end
    end
    always_ff @ (posedge clk, negedge n_rst)
	begin 
		if (n_rst == 0) begin
			count_out <= '0;
			rollover_flag <= '0;	
		end
		else begin
			count_out <= nxt_count;
            rollover_flag <= nxt_roll_flag;
		end		
	end
endmodule
module usb_tx(input logic clk, input logic n_rst,
              input logic [7:0] tx_packet_data, input logic [6:0] buffer_occupancy,
              input logic [1:0] tx_packet, output logic dplus, output logic dminus,
              output logic tx_transfer_active, output logic tx_transfer_error,  output logic get_tx_packet_data);
    logic bit_strobe;    
    logic bit_finished;  
    logic clear;
    logic cnt_en;
    logic serial_out;
    logic [7:0] data;
    logic load_enable;
    tx_controller controller(.clk(clk),.n_rst(n_rst),.tx_packet(tx_packet),.buffer_occupancy(buffer_occupancy),
                            .tx_packet_data(tx_packet_data),.bit_period_strobe(bit_finished),
                            .shift_strobe(bit_strobe),.eop_en(eop_en),
                            .cnt_en(cnt_en), .data(data),
                            .tx_transfer_error(tx_transfer_error),.tx_transfer_active(tx_transfer_active),
                            .clear(clear), .get_tx_packet_data(get_tx_packet_data));
    counter timer (.clk(clk),.n_rst(n_rst),.cnt_up(cnt_en), 
                    .clear(clear), .bit_strobe(bit_strobe),
                    .bit_finished(bit_finished),.eop_finished(bit_strobe),
                    .load_enable(load_enable));
    flex_pts_sr #(.NUM_BITS(8),.SHIFT_MSB(1)) register(.clk(clk),.n_rst(n_rst),
                        .shift_enable(bit_strobe),.load_enable(load_enable),
                        .parallel_in(data),.serial_out(serial_out));
    tx_encoder encoder(.clk(clk),.n_rst(n_rst), 
                        .serial_data(serial_out),
                        .dplus(dplus),.dminus(dminus),
                        .eop_trigger(eop_en), .shift_strobe(bit_strobe));
endmodule
### /design/flow/run.sh
#!/bin/bash
# OpenROAD 26Q1-2900-gdf79404cd8, Yosys 0.63+post, stock flow scripts
make -C /OpenROAD-flow-scripts/flow DESIGN_CONFIG=/design/flow/config.mk WORK_HOME=/design/flow/orfs finish
### /design/flow/config.mk
export PLATFORM = sky130hd
export DESIGN_NAME = wrapper
export DESIGN_NICKNAME = wrapper
export VERILOG_FILES = /design/flow/design.v
export SDC_FILE = /design/flow/constraint.sdc
export NUM_CORES = 4
export LEC_CHECK = 1
export CORE_UTILIZATION = 30
### /design/flow/constraint.sdc
current_design wrapper

set clk_period 6.0
set clk_io_pct 0.2

create_clock -name clk0 -period $clk_period [get_ports {clk}]

set non_clock_inputs [all_inputs -no_clocks]
set_input_delay [expr $clk_period * $clk_io_pct] -clock clk0 $non_clock_inputs
set_output_delay [expr $clk_period * $clk_io_pct] -clock clk0 [all_outputs]
==> summary.txt <==
run results: YS warnings 11, Post-synth regs ~320, failing step synthesis, Run Error ERROR: Found 1 problems in 'check -assert'., Yosys cell types roughly 54, Post-synth top flop dfrtp_1, Post-synth ARST share ~100%, Post-synth EDFFs 0, yosys cell count between 1,000 and 1,500, status aborted with a tool error, Synth Seq Share between 50% and 60%, Chip Area, Yosys roughly 15,000 sq um
[Yosys cell counts (16+ instances only)]
master	number	area share (%)
mux4_2	51	7.6
o21ai_0	16	0.53
inv_1	24	0.59
dfrtp_1	308	51
mux4_1	21	3.6
ha_1	22	1.8
nand2_1	25	0.62
mux2_2	260	19
a21oi_1	25	0.82
mux2i_1	28	1.8
nor2_1	43	1.1
clkbuf_1	40	0.99
[kinds of logic after synthesis]
| family | count (synthesis) | share of synthesized area (%) |
|---|---|---|
| mux | 360 | 32.3 |
| flops | 318 | 52.5 |
| compound gates | 87 | 3.70 |
| xor+xnor | 8 | 0.461 |
| fa+ha+maj | 22 | 1.81 |
| buf+inv | 88 | 2.55 |
| simple gates | 159 | 6.66 |
| other cells | 1 | 0.0247 |
