==> flow/config.mk <==
export PLATFORM = sky130hd
export DESIGN_NAME = printer
export DESIGN_NICKNAME = printer
export VERILOG_FILES = /design/flow/design.v
export SDC_FILE = /design/flow/constraint.sdc
export NUM_CORES = 4
export LEC_CHECK = 1
export CORE_UTILIZATION = 50
==> flow/constraint.sdc <==
current_design printer

set clk_period 3.8
set clk_io_pct 0.2

create_clock -name clk0 -period $clk_period [get_ports {clk}]

set non_clock_inputs [all_inputs -no_clocks]
set_input_delay [expr $clk_period * $clk_io_pct] -clock clk0 $non_clock_inputs
set_output_delay [expr $clk_period * $clk_io_pct] -clock clk0 [all_outputs]
==> flow/run.sh <==
#!/bin/bash
# OpenROAD 26Q1-2900-gdf79404cd8, Yosys 0.63+post, stock flow scripts
make -C /OpenROAD-flow-scripts/flow DESIGN_CONFIG=/design/flow/config.mk WORK_HOME=/design/flow/orfs finish
==> flow/design.v <==
module printer (
  input clk, rst, activate, txready,
  input [2:0] num,
  input [7:0] char_in,
  output logic done_printing, txclk,
  output logic [7:0] txdata
);
  logic [511:0] msg [7:0];
  assign msg[0] = {272'b0, "Ready to play? Press any key: "};
  assign msg[1] = {440'b0, "\r\nGuess: "};
  assign msg[2] = {152'b0, "You win!  Press 3-0-W on the FPGA to reset.\r\n"};
  assign msg[3] = {504'b0, char_in};
  assign msg[4] = {472'b0, 8'h1b, 8'h5b, 8'h33, 8'h33, 8'h6d};
  assign msg[5] = {472'b0, 8'h1b, 8'h5b, 8'h33, 8'h32, 8'h6d};
  assign msg[6] = {472'b0, 8'h1b, 8'h5b, 8'h33, 8'h37, 8'h6d};
  assign msg[7] = 512'b0;
  logic [15:0] len, senlen;
  always_comb begin
    case(num)
      0: senlen = 30*8;
      1: senlen = 9*8;
      2: senlen = 46*8;
      3: senlen = 1*8;  
      4,5,6: senlen = 5*8;
      default: senlen = 0;
    endcase
  end
  logic printing;
  logic set_data;
  always_ff @(posedge clk, posedge rst)
    if (rst == 1) begin
      txclk <= 0; txdata <= 0; done_printing <= 0; printing <= 0; set_data <= 0;
    end
    else begin
      if (activate == 0 && printing == 0 && done_printing == 1)
        done_printing <= 0;
      else if (activate == 1 && printing == 0) begin
        set_data <= 0;        
        printing <= 1;        
        done_printing <= 0;   
        len <= senlen;        
        end
      else if (printing == 1 && len == 0) begin
        printing <= 0;        
        txclk <= 0;           
        set_data <= 0;        
        done_printing <= 1;   
      end
      else if (txready == 1 && printing == 1) begin
        if (~set_data) begin        
          if (num == 3 && char_in == 127)             
            txdata <= 8'd8;                       
          else
            txdata <= msg[num][(len - 1) -: 8];
          txclk <= 0;
          set_data <= 1;
        end
        else begin
          txclk <= 1;
          set_data <= 0;
          len <= len - 8;
        end
      end
    end
endmodule
==> results.cfg <==
; synthesis and place-and-route metrics
[global_routing]
grt_first_pass_wirelength_um = 17800
globalRouteTotalUtil = 0.320
grt_pass1_vias = 3357
grt_max_degree = 52
antenna_found_initial = 0
overflow = 0

[placement]
place_hpwl_um = 7660
io_buffer_count = 24
routabilityCongestion = 1.02
placed_area_um2 = 3640

[worst_setup_path]
critical_path_class = flip-flop to flip-flop
end_kind = flip-flop
worstReg2RegStart = len[4]
path_max_fanout = 19
required_ps = 3990
cp-startpoint = len[4]
cp.arrival_ps = 3630
cp-start-kind = flip-flop

[synth]
ys_cells = 454
yosysWarnings = 2
ys_seq_elements = 25
synth-async-reset-ratio = 0.480
synth_cell_types = 87
syn_area_per_cell_um2 = 7.54
synthFlopType = edfxtp_1
seq_area_frac_synth = 0.202
synth.cell_area_um2 = 3420
ys_chip_area_um2 = 3420
edf_count = 13
syn-instance-count = 454

[final_timing]
worst_slew_pin_slew_ps = 726
skew_ps = 18.1
rsz0062_at_grt = false
setup-tns-final_ps = 0
max_freq_mhz = 291
setup_violations = 0
hold_viol = 0
drv_slew = 0
min_period_over_period = 0.905
finalCriticalPeriod_ps = 3440
slew_headroom = 0.516

[run]
maxCapViolations = 0
warnings = 28

[layout]
area_growth_pct = 7.61
fin_area_um2 = 3680
layout-drive-gt1-share = 0.123
final_common_cell = nand2_1
fillers = 634
final_cell_mix = 49 x nand2_1, 41 x a21oi_1, 39 x nor2_1, 31 x o21ai_0, 24 x clkdlybuf4s50_1

[power]
p_per_area_nw_per_um2 = 368
ir_drop_v = 0.000226
p_leak_nw = 1.22

[clock_tree]
clkLatencyLatePin_ps = 280
clockBufferDepth = 2
path_clk_slew_ps = 100
cts_setup_buffers = 0
numCtsBuffers = 3
ctsRootBufferMaster = clkbuf_8
cts_tree = done
holdBufCountCts = 0
ctsResizeCount = 0
clock_sinks = 25
ctsHtreeMaxLevel = 1

[min_path]
hold_class = flip-flop to flip-flop
hold_path_startpoint = done_printing

[floorplan]
die-width_um = 84.7
fp-utilization = 0.527
core-area_um2 = 6490
fp.dieH_um = 84.7
dieArea_um2 = 7180
ios = 25
row_count = 29

[route]
drc = 0
antenna_cells = 0
num_vias = 3627
drtPass1Iterations = 5
ant_nets = 0
viasPerCell = 6.80
drt-initial-drc-count = 466
routedWlPerCell_um = 20.0
finalWirelength_um = 10700

[run_status]
status = completed
-- registers in the layout (all words and copies together) (netlist names) --
| name | count |
|---|---|
| txdata | 8 |
| len | 13 |
| done_printing | 1 |
| printing | 1 |
| set_data | 1 |
| txclk | 1 |
-- metrics by stage --
step | utilization | setup WS, ps | total power (W) | instances | hold WS (ps)
finish | 0.567 | 362 | 0.00136 | 533 | 501
detailed placement | 0.560 | 394 | 0.00118 | 529 | 472
CTS | 0.567 | 445 | 0.00135 | 533 | 501
global placement | 0.560 | 367 | 0.00118 | 529 | 480
global route | 0.567 | 89.5 | 0.00145 | 533 | 516
floorplan | - | 320 | 0.000961 | 454 | 423
-- final timing paths --
path,to,slack (ps),cells past startpoint
max,txdata[2],360,11
min,done_printing,500,1
max reg2reg,txdata[2],360,11
min reg2reg,done_printing,500,1
max in group asynchronous,txdata[4],2640,2
min in group asynchronous,txdata[3],820,2
-- synth_stat cells (all sizes together) (6+ instances only) --
cell type,instances,area (µm²)
a211oi,13,97.6
a21oi,41,205
a31oi,11,68.8
buf,16,93.8
clkbuf,28,169
dfrtp,12,300
edfxtp,13,390
inv,6,22.5
nand2,51,196
nand2b,6,40.0
nand3,20,100
nor2,42,165
nor3,21,110
nor4,6,58.8
o21ai,32,160
o22ai,9,83.8
o311ai,7,78.8
o31ai,11,82.6
or2,7,46.3
xnor2,13,133
xor2,8,96.4
-- kinds of logic (layout without fill, tap and decap cells) --
family	count (synthesis)	after routing	synth area share
simple gates	180	180	0.269
mux	2	2	0.00622
flops	25	25	0.202
buf+inv	52	54	0.0856
xor+xnor	23	23	0.0804
compound gates	170	170	0.349
fa+ha+maj	2	2	0.00731
-- per-layer routing --
metal | vias up | part of all wire | track usage
met5 | - | 0 | 0
met4 | 0 | 0.020 | 0.0539
met3 | 21 | 0.078 | 0.0398
met2 | 182 | 0.43 | 0.479
met1 | 1699 | 0.47 | 0.515
li1 | 1725 | - | -
-- where the power goes --
group,switching [W],internal (W)
combinational,0.000496,0.000314
clock,0.0000907,0.0000736
sequential,0.0000455,0.000337
-- area by class of cell --
type | instances | area (µm²) | share of cell area
Sequential cell | 25 | 691 | 0.188
Timing Repair Buffer | 42 | 375 | 0.102
Multi-Input combinational cell | 377 | 2440 | 0.664
Clock buffer | 3 | 41.3 | 0.0112
Inverter | 8 | 30.0 | 0.00815
Clock inverter | 1 | 5.00 | 0.00136
Tap cell | 77 | 96.3 | 0.0262
-- critical path: stages, from the launching register on --
cell and delay (ps):
edfxtp_1 470, inv_1 90, ha_1 360, nor4bb_1 460, or2_1 250, o311a_1 660
buf_4 270, o21ai_0 80, o311ai_0 150, o311a_1 250, o22ai_1 80, o31ai_1 220
Power is estimated from default activity; no workload was simulated.
